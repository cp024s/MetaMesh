`flow/config.mk`:
```
export PLATFORM = sky130hd
export DESIGN_NAME = pe_mac
export DESIGN_NICKNAME = pe_mac
export VERILOG_FILES = /design/flow/design.v
export SDC_FILE = /design/flow/constraint.sdc
export NUM_CORES = 4
export LEC_CHECK = 1
export CORE_UTILIZATION = 30
```
`flow/constraint.sdc`:
```
current_design pe_mac

set clk_period 13.2
set clk_io_pct 0.2

create_clock -name clk0 -period $clk_period [get_ports {clk}]

set non_clock_inputs [all_inputs -no_clocks]
set_input_delay [expr $clk_period * $clk_io_pct] -clock clk0 $non_clock_inputs
set_output_delay [expr $clk_period * $clk_io_pct] -clock clk0 [all_outputs]
```
`flow/design.v`:
```
module pe_mac #(
  parameter int WA       = 16,     
  parameter int WB       = 16,     
  parameter int ACCW     = 40,     
  parameter int MULT_LAT = 1,      
  parameter int ADD_LAT  = 0       
) (
  input  logic                    clk,
  input  logic                    rst_n,
  input  logic                    in_valid,
  output logic                    in_ready,
  input  logic signed [WA-1:0]    a_in,
  input  logic signed [WB-1:0]    b_in,
  input  logic signed [ACCW-1:0]  psum_in,
  output logic                    out_valid,
  input  logic                    out_ready,
  output logic signed [WA-1:0]    a_out,
  output logic signed [WB-1:0]    b_out,
  output logic signed [ACCW-1:0]  psum_out
);
  localparam int PRODW = WA + WB;
  logic signed [WA-1:0]   a_reg;
  logic signed [WB-1:0]   b_reg;
  logic signed [ACCW-1:0] psum_reg;
  assign in_ready = out_ready;
  always_ff @(posedge clk) begin
    if (!rst_n) begin
      a_reg    <= '0;
      b_reg    <= '0;
      psum_reg <= '0;
    end else if (in_valid && in_ready) begin
      a_reg    <= a_in;
      b_reg    <= b_in;
      psum_reg <= psum_in;
    end
  end
  logic signed [PRODW-1:0] mult_pipe [0:MAX_MULT_PIPE-1];
  localparam int MAX_MULT_PIPE = (MULT_LAT>0)? MULT_LAT : 1;
  genvar i;
  generate
    if (MULT_LAT == 0) begin
      logic signed [PRODW-1:0] mult0;
      assign mult0 = a_reg * b_reg;
      assign mult_pipe[0] = mult0;
    end else begin
      for (i=0; i<MAX_MULT_PIPE; i=i+1) begin : mult_stages
        if (i==0) begin
          always_ff @(posedge clk) if (!rst_n) mult_pipe[i] <= '0; else mult_pipe[i] <= a_reg * b_reg; 
        end else begin
          always_ff @(posedge clk) if (!rst_n) mult_pipe[i] <= '0; else mult_pipe[i] <= mult_pipe[i-1];
        end
      end
    end
  endgenerate
  logic signed [ACCW-1:0] add_pipe [0:1];  
  logic signed [ACCW-1:0] mult_ext;
  assign mult_ext = $signed(mult_pipe[MAX_MULT_PIPE-1]);
  if (ADD_LAT == 0) begin : add_nopipe
    always_comb begin
      add_pipe[0] = psum_reg + mult_ext;
    end
    always_ff @(posedge clk) begin
      if (!rst_n) add_pipe[1] <= '0; else add_pipe[1] <= add_pipe[0];
    end
  end else begin : add_pipe_gen
    always_ff @(posedge clk) begin
      if (!rst_n) add_pipe[0] <= '0; else add_pipe[0] <= psum_reg + mult_ext;
      if (!rst_n) add_pipe[1] <= '0; else add_pipe[1] <= add_pipe[0];
    end
  end
  assign psum_out = add_pipe[1];
  assign a_out    = a_reg;
  assign b_out    = b_reg;
  logic valid_reg;
  always_ff @(posedge clk) begin
    if (!rst_n) valid_reg <= 1'b0;
    else valid_reg <= in_valid && in_ready;
  end
  logic [MAX_LAT-1:0] valid_pipe;
  localparam int MAX_LAT = MAX_MULT_PIPE + 2;  
  integer vp;
  always_ff @(posedge clk) begin
    if (!rst_n) valid_pipe <= '0;
    else begin
      valid_pipe <= {valid_pipe[MAX_LAT-2:0], valid_reg};
    end
  end
  assign out_valid = valid_pipe[MAX_LAT-1];
endmodule
```
`flow/run.sh`:
```
#!/bin/bash
# OpenROAD 26Q1-2900-gdf79404cd8, Yosys 0.63+post, stock flow scripts
make -C /OpenROAD-flow-scripts/flow DESIGN_CONFIG=/design/flow/config.mk WORK_HOME=/design/flow/orfs finish
```
==> impl_metrics.csv <==
group,metric,value,unit
clock_tree,clock_sink_count,148,
die,dieHeight,233.7,um
setup_path,crit_type,"reg2reg",
logic_synthesis,netlist_logic_family_top,"adder cells",
final_timing,slew_violations,0,
logic_synthesis,async_reset_ff_share,0,%
global_routing,grt_usage,15.91,%
clock_tree,ctsHoldBuffers,0,
clock_tree,clk_pin_slew,80,ps
route,drc,0,
logic_synthesis,simple_gate_area_share,16.95,%
logic_synthesis,yosys.stat.seqShare,18.39,%
final_timing,finalClockSkew,18.35,ps
logic_synthesis,xor_share,3.044,%
global_routing,grt_pass1_wl,65570,um
final_timing,relSlewSlack,36.22,%
logic_synthesis,ys_ff,148,
logic_synthesis,top_area_share,32.68,%
logic_synthesis,common_cells,"303 x inv_1, 296 x nand2_1, 263 x fa_1",
final_timing,min_period_over_period,50.25,%
route,routed_wl,39660,um
final_timing,max_freq,150.8,MHz
clock_tree,htree_num_levels,4,
finish,final_layout_size_suffix_gt1_share,3.163,%
place,hpwl,31880,um
global_routing,grt_pass1_vias,12570,
logic_synthesis,yosysUniqueCellTypes,52,
logic_synthesis,top_cells_by_area,"fa_1 33%, dfxtp_1 18%, ha_1 9.4%",
clock_tree,cts_buffer_depth,2,
run_status,outcome,"finished, final reports clean",
logic_synthesis,muxShareOfSynthArea,0.3106,%
route,drtIter0Drc,547,
route,antenna_left,0,
pwr,p_leak,8.852,nW
final_timing,layout_min_cycle_time,6633,ps
die,ioPinCount,150,
route,num_vias,12010,
logic_synthesis,syn_area_per_cell,8.780,um2
final_timing,finalSetupViolCount,0,
logic_synthesis,syn_inst,1835,
die,die_x,233.7,um
route,drtPass1Iterations,11,
setup_path,required,13620,ps
die,initCoreUtil,30.54,%
global_routing,grt-ovfl-total,0,
pwr,peakVddDrop,91.52,uV
clock_tree,root_buffer,"clkbuf_16",
global_routing,grt_max_degree,68,
logic_synthesis,yosysTopAreaCell,"fa_1",
final_timing,tightest_slew,932.6,ps
setup_path,crit_arrival,7050,ps
logic_synthesis,edf_count,0,
worst_hold_path,hold_class,"reg2reg",
route,diodes,0,
logic_synthesis,yosys_area,16110,um2
die,dieArea,54640,um2
clock_tree,cts_resized,0,
logic_synthesis,synth_area,16110,um2
clock_tree,clk_latency,490,ps
logic_synthesis,most_common_cell,"inv_1",
pwr,p_total,1.292,mW
final_timing,hold_viol_final,0,
setup_path,critPathLaunchType,"register",
place,place.gp.congestion,0.9062,
logic_synthesis,synthFlopType,"dfxtp_1",
die,rows,84,
setup_path,critPathMaxFanout,18,
final_timing,rsz0062_at_grt,"false",
clock_tree,numCtsBuffers,17,
pwr,power_density,68.33,nW/um2
route,post_drt_wl_per_cell,14.98,um
logic_synthesis,ys_cells,1835,
place,io_buffers,149,
clock_tree,cts_tree,"yes",
logic_synthesis,synth_warnings,3,
route,via_per_inst,4.536,
clock_tree,post_cts_buffers,0,
setup_path,cp-end-kind,"register",
finish,syn2layout_area_growth,17.40,%
die,core,52760,um2
run,warnings,25,
global_routing,antenna_found_initial,0,
logic_synthesis,fa_ha_area_share,42.08,%
finish,fillers,5362,
run,maxCapViolCount,0,
final_timing,final.setup.tns,0,ps
logic_synthesis,synthAoiAreaFrac,10.47,%
==> through the flow <==
| step | utilization (%) | hold slack [ps] | std cells | setup WS, ps | area, um2 |
|---|---|---|---|---|---|
| 2_1_floorplan | - | 411.9 | 1835 | 7095 | 16110 |
| 3_3_place_gp | 34.72 | 417.5 | 2616 | 6619 | 18320 |
| 3_5_place_dp | 34.72 | 427.4 | 2616 | 6495 | 18320 |
| 4_1_cts | 35.85 | 444.8 | 2648 | 6479 | 18910 |
| 5_1_grt | 35.85 | 464.0 | 2648 | 6085 | 18910 |
| 6_report | 35.85 | 437.1 | 2648 | 6567 | 18910 |
==> report_power, final <==
part / internal (mW) / switching [mW]
Clock: 0.273 / 0.233
Combinational: 0.133 / 0.150
Sequential: 0.475 / 0.0287
Total: 0.881 / 0.411
==> layout by cell type (no fill, tap or decap), types with 5 or more instances in the layout <==
| cell | instances |
|---|---|
| inv_1 | 302 |
| nand2_1 | 295 |
| fa_1 | 263 |
| clkdlybuf4s50_1 | 149 |
| dfxtp_1 | 148 |
| and2_1 | 136 |
| a21oi_1 | 135 |
| ha_1 | 121 |
| nor2_1 | 85 |
| o21ai_0 | 39 |
| xnor2_1 | 32 |
| xor2_1 | 24 |
| nand2b_1 | 21 |
| a21o_1 | 17 |
| clkbuf_16 | 17 |
| nand3_1 | 16 |
| buf_4 | 16 |
| a211oi_1 | 10 |
| o21a_1 | 9 |
| a31oi_1 | 8 |
| nor3_1 | 8 |
| o21ai_1 | 7 |
| o21bai_1 | 7 |
| nand4_1 | 6 |
| o211ai_1 | 6 |
| or3_1 | 6 |
| a2111oi_0 | 5 |
| nor2b_1 | 5 |
| mux2i_1 | 5 |
==> final cells by class <==
class,instances,area (um2),share of cell area [%]
Clock buffer,18,439.2,2.322
Timing Repair Buffer,165,1612,8.520
Sequential cell,148,2963,15.66
Clock inverter,14,158.9,0.8401
Multi-Input combinational cell,1312,11740,62.08
Tap cell,688,860.8,4.551
Inverter,303,1140,6.026
==> logic make-up (layout without fill, tap and decap cells) <==
logic type	after synthesis	count (layout)
simple gates	593	593
mux	5	5
xor+xnor	56	56
compound gates	274	274
fa+ha+maj	384	384
buf+inv	375	500
flops	148	148
==> metal layers <==
metal	track usage, %	wire [um]	up-vias
li1	-	-	5944
met1	22.58	18390	5685
met2	23.81	16930	342
met3	6.802	3614	40
met4	2.050	728	0
met5	0	0	-
==> critical path, stage by stage, from the launching register on <==
cell and delay [ps]:
dfxtp_1 740, nand2_1 210, inv_1 150, fa_1 550, fa_1 570, fa_1 450, fa_1 510, fa_1 490
inv_1 50, fa_1 470, inv_1 40, ha_1 340, a21oi_1 210, a21oi_1 140, or2_2 320, o211a_1 250
o21ai_0 330, o21ai_1 190, a221oi_1 350, mux2i_1 220
==> final timing paths <==
check	from	to	slack [ps]	cells past startpoint
worst max-delay path	b_reg[1]	mult_pipe[0][30]	6570	19
worst min-delay path	valid_pipe[0]	valid_pipe[1]	440	1
worst max register to register	b_reg[1]	mult_pipe[0][30]	6570	19
worst min register to register	valid_pipe[0]	valid_pipe[1]	440	1
No activity file was given, so power comes from the tool's default toggle rates.
